===== config.mk =====
export PLATFORM = sky130hd
export DESIGN_NAME = fir_n
export DESIGN_NICKNAME = fir_n
export VERILOG_FILES = /design/flow/design.v
export SDC_FILE = /design/flow/constraint.sdc
export NUM_CORES = 4
export LEC_CHECK = 1
export CORE_UTILIZATION = 30
export SYNTH_HDL_FRONTEND = slang

===== constraint.sdc =====
current_design fir_n

set clk_period 17.8
set clk_io_pct 0.2

create_clock -name clk0 -period $clk_period [get_ports {clk}]

set non_clock_inputs [all_inputs -no_clocks]
set_input_delay [expr $clk_period * $clk_io_pct] -clock clk0 $non_clock_inputs
set_output_delay [expr $clk_period * $clk_io_pct] -clock clk0 [all_outputs]

===== design.v =====
`default_nettype none
module async_reg(clk, ena, rst, d, q);
parameter N = 1;
input wire clk, ena, rst;
input wire [N-1:0] d;
output logic [N-1:0] q;
always_ff @(posedge clk, posedge rst) begin
  if (rst) begin
    q <= 0;
  end
  else begin
    if (ena) begin
      q <= d;
    end
  end
end
endmodule
`timescale 1ns / 100ps
`default_nettype none
module fir_n(x_in, y_out, b, clk, clk, ena, rst);
parameter DELAYS = 3;   
parameter N = 32;
input  wire  signed [N-1:0]            x_in;   
output logic signed [N-1:0]            y_out;  
input  wire         [(DELAYS+1)*N-1:0] b;      
input  wire                            clk;    
input  wire                            ena;
input  wire                            rst;
logic signed [N-1:0] x_in_sync;
async_reg #(.N(N)) SYNCHRONIZER_X_IN(
    .clk(clk),
    .ena(ena),
    .rst(rst),
    .d(x_in),
    .q(x_in_sync)
);
wire [DELAYS * N -1:0] x_wire;  
wire [DELAYS * N -1:0] y_wire;  
generate
    genvar i;
    for(i = 0; i <= DELAYS; i++) begin
        if (i == 0) begin
            tapped_delay_block #(.N(N)) TDB0(   
                .b(b         [N-1 : 0]),
                .x_in(x_in_sync),  
                .x_out(x_wire[N-1 : 0]),
                .y_in(0),  
                .y_out(y_wire[N-1 : 0]),
                .clk(clk),
                .ena(ena),
                .rst(rst)
            );
        end else if (i == DELAYS) begin
            tapped_delay_block #(.N(N)) TDBD(   
                .b(b         [(DELAYS+1)*N-1  :  DELAYS*N]),
                .x_in(x_wire [ DELAYS*N -1    : (DELAYS-1)*N]),
                .y_in(y_wire [ DELAYS*N -1    : (DELAYS-1)*N]),
                .y_out(y_out),  
                .clk(clk),
                .ena(ena),
                .rst(rst)
            );
        end else begin
            tapped_delay_block #(.N(N)) TDBI(   
                .b(b         [(i+1)*N-1 :  i*N]),
                .x_in(x_wire [ i*N-1    : (i-1)*N]),
                .x_out(x_wire[(i+1)*N-1 :  i*N]),
                .y_in(y_wire [ i*N -1   : (i-1)*N]),
                .y_out(y_wire[(i+1)*N-1 :  i*N]),
                .clk(clk),
                .ena(ena),
                .rst(rst)
            );
        end
    end
endgenerate
task print_io();
    $display("%d,%d", x_in, y_out);
endtask
endmodule
`default_nettype wire  
`timescale 1ns / 100ps
`default_nettype none
module tapped_delay_block(b, x_in, x_out, y_in, y_out, clk, ena, rst);
parameter N = 32;
input  wire  signed [N-1:0] b;      
input  wire  signed [N-1:0] x_in;   
input  wire  signed [N-1:0] y_in;   
output logic signed [N-1:0] x_out;  
output logic signed [N-1:0] y_out;  
input  wire                 clk;
input  wire                 ena;
input  wire                 rst;
async_reg #(.N(N)) REGISTER(   
    .clk(clk),
    .ena(ena),
    .rst(rst),
    .d(x_in),
    .q(x_out)
);
always_comb begin : output_logic
    y_out = (x_in * b) + y_in;   
end
endmodule
`default_nettype wire  

===== run.sh =====
#!/bin/bash
# OpenROAD 26Q1-2900-gdf79404cd8, Yosys 0.63+post, stock flow scripts
make -C /OpenROAD-flow-scripts/flow DESIGN_CONFIG=/design/flow/config.mk WORK_HOME=/design/flow/orfs finish

==> impl_metrics.xml <==
<?xml version="1.0" encoding="UTF-8"?>
<metrics>
  <group name="run_status">
    <metric name="outcome" unit="">finished clean</metric>
  </group>
  <group name="yosys">
    <metric name="netlist-cell-type-count" unit="">41</metric>
    <metric name="synth-main-ff-cell" unit="">sky130_fd_sc_hd__dfrtp_1</metric>
    <metric name="syn_area" unit="um^2">70400</metric>
    <metric name="synth_async_sr_flop_share" unit="%">100</metric>
    <metric name="synthesis.instances" unit="">7544</metric>
    <metric name="yosys-mux-area-fraction" unit="%">2.05</metric>
    <metric name="synthesis.area_per_instance" unit="um^2">9.33</metric>
    <metric name="xor_area_share" unit="%">3.60</metric>
    <metric name="count_of_flip_flops_with_a_built_in_enable_after_synthesis" unit="">0</metric>
    <metric name="yosys_reg_bits" unit="">128</metric>
    <metric name="simple_gate_share" unit="%">15.0</metric>
    <metric name="synth.yosys.num_cells" unit="">7544</metric>
    <metric name="synth-adder-area-share" unit="%">61.3</metric>
    <metric name="ys_top_cells_by_area" unit="">sky130_fd_sc_hd__fa_1 51%, sky130_fd_sc_hd__inv_1 11%, sky130_fd_sc_hd__ha_1 10%</metric>
    <metric name="area_share_of_the_largest_cell_type_after_synthesis" unit="%">51.1</metric>
    <metric name="main_logic_family_after_synthesis" unit="">adder cells</metric>
    <metric name="ys.warnings.count" unit="">0</metric>
    <metric name="yosysTopAreaCell" unit="">sky130_fd_sc_hd__fa_1</metric>
    <metric name="postSynthSeqShare" unit="%">4.55</metric>
    <metric name="yosysChipArea" unit="um^2">70400</metric>
    <metric name="aoi_share" unit="%">0.702</metric>
  </group>
  <group name="grt">
    <metric name="grt_overflow" unit="">0</metric>
    <metric name="via_count_of_the_first_global_routing_pass" unit="">54711</metric>
    <metric name="pin_count_of_the_biggest_net_entering_global_routing" unit="">85</metric>
    <metric name="grt_first_pass_wirelength" unit="um">350000</metric>
    <metric name="antenna_violations_before_repair" unit="">23</metric>
    <metric name="global_route.usage.total" unit="%">21.3</metric>
  </group>
  <group name="detailed_routing">
    <metric name="drtIter0Drc" unit="">2086</metric>
    <metric name="vias_per_cell" unit="">4.52</metric>
    <metric name="avgRoutedWirePerCell" unit="um">21.4</metric>
    <metric name="route.final.wire_length" unit="um">230000</metric>
    <metric name="antenna_left" unit="">0</metric>
    <metric name="detail_route.drc_violations" unit="">0</metric>
    <metric name="drt_pre_antenna_iters" unit="">6</metric>
    <metric name="via_count" unit="">48470</metric>
  </group>
  <group name="timing">
    <metric name="clock.fmax" unit="GHz">0.0577</metric>
    <metric name="slew_violations" unit="">0</metric>
    <metric name="setup_violations" unit="">0</metric>
    <metric name="slew-limit-headroom" unit="%">34.2</metric>
    <metric name="layout_min_cycle_time" unit="ps">17340</metric>
    <metric name="rsz0062_at_grt" unit="">false</metric>
    <metric name="final_hold_viol_count" unit="">0</metric>
    <metric name="final_period_util" unit="%">97.4</metric>
    <metric name="finClkSkew" unit="ps">28.1</metric>
    <metric name="worstMarginPinSlew" unit="ps">984</metric>
    <metric name="setup_total_negative_slack" unit="ps">0</metric>
  </group>
  <group name="critical_path">
    <metric name="crit_fanout" unit="">15</metric>
    <metric name="r2r_setup_slack" unit="ps">16370</metric>
    <metric name="critPathSlowestCell" unit="">sky130_fd_sc_hd__clkdlybuf4s50_1</metric>
    <metric name="setup.worst_path.class" unit="">in2out</metric>
    <metric name="setup.worst_path.end_class" unit="">primary output</metric>
    <metric name="cp_common_cell" unit="">sky130_fd_sc_hd__fa_1</metric>
    <metric name="timing.rr.start" unit="">SYNCHRONIZER_X_IN.q[1]$_DFFE_PP0P_</metric>
    <metric name="timing.critical_path.required" unit="ps">14240</metric>
    <metric name="worst-r2r-cell-count" unit="">2</metric>
    <metric name="startpoint_type" unit="">primary input</metric>
    <metric name="worst_r2r_endpoint" unit="">genblk1[0].genblk1.TDB0.REGISTER.q[1]$_DFFE_PP0P_</metric>
    <metric name="critical-path-max-stage-delay" unit="ps">910</metric>
    <metric name="worst_ep_arrival_time" unit="ps">13780</metric>
  </group>
  <group name="placement">
    <metric name="gpl.final_weighted_congestion" unit="">0.992</metric>
    <metric name="buffer_ports.inserted" unit="">194</metric>
    <metric name="place_inst" unit="">10688</metric>
    <metric name="place.detailed.hpwl" unit="um">196000</metric>
    <metric name="detailed_place.area" unit="um^2">76300</metric>
  </group>
  <group name="clock_tree">
    <metric name="worst_skew_pair.late_latency" unit="ps">550</metric>
    <metric name="post_cts_resized" unit="">0</metric>
    <metric name="holdBufCountCts" unit="">0</metric>
    <metric name="cts.repair_timing.setup_buffer_count" unit="">0</metric>
    <metric name="cts-root-buf" unit="">sky130_fd_sc_hd__clkbuf_16</metric>
    <metric name="cts_num_sinks" unit="">128</metric>
    <metric name="cts_buffers" unit="">17</metric>
    <metric name="clk_transition_reported_paths" unit="ps">70</metric>
    <metric name="tritoncts" unit="">built</metric>
    <metric name="ctsLongestPathBuffers" unit="">2</metric>
    <metric name="htreeDepth" unit="">4</metric>
  </group>
  <group name="floorplanning">
    <metric name="top_level_ports" unit="">195</metric>
    <metric name="placementRows" unit="">177</metric>
    <metric name="design.die.area" unit="um^2">237000</metric>
    <metric name="die.size.x" unit="um">486</metric>
    <metric name="design.core.area" unit="um^2">233000</metric>
    <metric name="initCoreUtil" unit="%">30.2</metric>
    <metric name="chipHeight" unit="um">486</metric>
  </group>
  <group name="finish">
    <metric name="design_area_final" unit="um^2">76900</metric>
    <metric name="fraction_of_layout_cells_with_a_size_suffix_above_1" unit="%">4.77</metric>
    <metric name="finish.cell_count_without_fillers" unit="">10728</metric>
    <metric name="layout_area_growth_over_synthesis" unit="%">9.26</metric>
  </group>
  <group name="hold_path">
    <metric name="holdPathStages" unit="">1</metric>
    <metric name="min_from" unit="">genblk1[2].genblk1.TDBI.REGISTER.q[31]$_DFFE_PP0P_</metric>
    <metric name="hold_end" unit="">genblk1[2].genblk1.TDBI.REGISTER.q[31]$_DFFE_PP0P_</metric>
    <metric name="min_path_type" unit="">reg2reg</metric>
  </group>
  <group name="run">
    <metric name="openroad_warnings" unit="">25</metric>
    <metric name="timing.max_cap.violations" unit="">0</metric>
  </group>
</metrics>
[sequential cells by signal, summed over array words and instances (netlist names)]
register and cells:
genblk1.genblk1.TDB0.REGISTER.q 32, SYNCHRONIZER_X_IN.q 32, genblk1.genblk1.TDBI.REGISTER.q 64
[worst max-delay path: cells and delay by family]
family	cells	cell delay, ps
xor gates and xnor gates	1	120
AOI/OAI and AO/OA	2	530
and+or+nand+nor	6	1010
adders and majority gates	12	6340
buffers and inverters	9	2200
[cell usage in the layout (no fill, tap or decap), types with 4 or more instances in the layout]
| master | n |
|---|---|
| sky130_fd_sc_hd__nand2_1 | 1148 |
| sky130_fd_sc_hd__fa_1 | 1796 |
| sky130_fd_sc_hd__nand3_1 | 6 |
| sky130_fd_sc_hd__a21o_1 | 23 |
| sky130_fd_sc_hd__mux2_2 | 128 |
| sky130_fd_sc_hd__nor3_1 | 4 |
| sky130_fd_sc_hd__buf_4 | 193 |
| sky130_fd_sc_hd__nor2_1 | 10 |
| sky130_fd_sc_hd__ha_1 | 573 |
| sky130_fd_sc_hd__inv_6 | 7 |
| sky130_fd_sc_hd__diode_2 | 8 |
| sky130_fd_sc_hd__nor2b_1 | 4 |
| sky130_fd_sc_hd__xnor2_1 | 233 |
| sky130_fd_sc_hd__a21oi_1 | 17 |
| sky130_fd_sc_hd__clkbuf_16 | 17 |
| sky130_fd_sc_hd__xor2_1 | 49 |
| sky130_fd_sc_hd__dfrtp_1 | 128 |
| sky130_fd_sc_hd__clkdlybuf4s50_1 | 193 |
| sky130_fd_sc_hd__inv_1 | 2033 |
| sky130_fd_sc_hd__nand2b_1 | 4 |
| sky130_fd_sc_hd__o21bai_1 | 5 |
| sky130_fd_sc_hd__o21ai_0 | 8 |
| sky130_fd_sc_hd__and2_1 | 966 |
| sky130_fd_sc_hd__clkinvlp_4 | 5 |
[Yosys cell counts (all sizes together), types with 17 or more instances]
| cell | count |
|---|---|
| xnor2 | 234 |
| a21o | 23 |
| clkbuf | 366 |
| a21oi | 17 |
| dfrtp | 128 |
| fa | 1796 |
| and2 | 966 |
| ha | 573 |
| mux2 | 128 |
| inv | 2034 |
| xor2 | 49 |
| nand2 | 1148 |
[worst max-delay path by stage]
stage | from | cells past startpoint | to | slack [ps]
6_report | b[42] | 30 | y_out[31] | 460
4_1_cts | b[33] | 31 | y_out[31] | 430
5_1_grt | b[108] | 31 | y_out[31] | 90
[through the flow]
stage	setup slack, ps	util [%]	hold WS (ps)
after floorplan	2530	-	481
after global placement	441	32.8	495
after detailed placement	446	32.8	496
after CTS	432	33.0	512
after global routing	93.3	33.0	531
final	460	33.0	513
[layout make-up]
cell class / instances / area (um^2)
Antenna cell: 8 / 20.0
Clock buffer: 19 / 453
Clock inverter: 13 / 104
Fill cell: 23748 / 156000
Inverter: 2034 / 7640
Multi-Input combinational cell: 5004 / 58100
Sequential cell: 128 / 3200
Tap cell: 3132 / 3920
Timing Repair Buffer: 390 / 3450
[layer usage]
layer	GRT usage, %	share of wire, %
met1	26.7	38
met3	14.0	16
met4	4.84	3.0
met2	30.8	44
met5	1.14	0.27
[logic make-up after synthesis]
group                      Yosys count
muxes                              128
DFF                                128
and+or+nand+nor                   2150
AOI/OAI and AO/OA                   72
xor gates and xnor gates           285
adders and majority gates         2369
buffers and inverters             2412
