==> flow/design.v <==
`timescale 1ns / 100ps
`default_nettype none
module clk_divider(clk, clk_d, rst);
parameter CLK_HZ = 12_000_000;
parameter DESIRED_HZ = 48_000;
parameter CLK_COUNTER = CLK_HZ / DESIRED_HZ;
input wire rst;
input wire clk;
output logic clk_d;
logic [$clog2(CLK_COUNTER)-1:0] counter;
always_ff @( posedge clk ) begin : blockName
    if (rst) begin
        counter <= {$clog2(CLK_COUNTER){1'b0}};
        clk_d <= 0;
    end else begin
        if (counter == CLK_COUNTER) begin
            counter <= {$clog2(CLK_COUNTER){1'b0}};
            clk_d <= ~clk_d;
        end else begin
            counter <= counter + 1;
        end
    end
end
endmodule
`default_nettype wire  
==> flow/run.sh <==
#!/bin/bash
# OpenROAD 26Q1-2900-gdf79404cd8, Yosys 0.63+post, stock flow scripts
make -C /OpenROAD-flow-scripts/flow DESIGN_CONFIG=/design/flow/config.mk WORK_HOME=/design/flow/orfs finish
==> flow/config.mk <==
export PLATFORM = sky130hd
export DESIGN_NAME = clk_divider
export DESIGN_NICKNAME = clk_divider
export VERILOG_FILES = /design/flow/design.v
export SDC_FILE = /design/flow/constraint.sdc
export NUM_CORES = 4
export LEC_CHECK = 1
export CORE_AREA = 10 10 70 70
export DIE_AREA = 0 0 80 80
export SYNTH_HDL_FRONTEND = slang
==> flow/constraint.sdc <==
current_design clk_divider

set clk_period 2.3
set clk_io_pct 0.2

create_clock -name clk0 -period $clk_period [get_ports {clk}]

set non_clock_inputs [all_inputs -no_clocks]
set_input_delay [expr $clk_period * $clk_io_pct] -clock clk0 $non_clock_inputs
set_output_delay [expr $clk_period * $clk_io_pct] -clock clk0 [all_outputs]
==> impl_metrics.json <==
{
  "drv_slew": 0,
  "core_mm2": 0.00342,
  "cts-root-buf": "clkbuf_4",
  "ir_drop_v": 0.000109,
  "cts.clk_slew.worst_paths_ps": 60,
  "yosysUniqueCellTypes": 17,
  "die_w_um": 80,
  "clock-sinks": 9,
  "ctsHoldBuffers": 0,
  "grt-ovfl-total": 0,
  "cap_violations": 0,
  "cts_resized": 0,
  "synth_area_um2": 398,
  "final_cells": 98,
  "worstSkewPairLatency_ps": 260,
  "drtPass1Iterations": 2,
  "drtAntennaViolNets": 0,
  "pwr-share-clk_pct": 38.2,
  "critPathTopFamily": "buffers and inverters",
  "critPathKind": "reg -> out",
  "cpMaxStageDelayCell": "clkdlybuf4s50_1",
  "holdWs_ps": 465,
  "syn_to_final_growth_pct": 27.0,
  "p_sw_mw": 0.0798,
  "topCellsByArea": "dfxtp_1 (45%), ha_1 (6.3%), nand3_1 (6.3%), or3_1 (6.3%), a31oi_1 (4.7%)",
  "core.rowCount": 21,
  "fin_area_um2": 505,
  "synth_cells": 45,
  "fin_util_pct": 14.8,
  "cts_max_path_buffers": 2,
  "fin_crit_sh_pct": 66.4,
  "fillers": 397,
  "drc_errors": 0,
  "seq_power_share_pct": 54.6,
  "status": "finished, final reports clean",
  "antenna_found_initial": 0,
  "worstPathArrival_ps": 1070,
  "cp.required_ps": 1840,
  "gp_congestion": 0.742,
  "p_comb_share_pct": 7.2,
  "finalSetupViolCount": 0,
  "grt_use_total_pct": 2.16,
  "critPathLaunchType": "flop",
  "yosys.area.top_type_share_pct": 45.3,
  "syn_area_per_cell_um2": 8.84,
  "yosysSeqAreaShare_pct": 45.3,
  "grt_pass1_vias": 245,
  "fmax_ghz": 0.655,
  "crit_chain": "clkdlybuf4s50_1",
  "fp_util_pct": 11.6,
  "grt_pass1_wl_um": 1060,
  "hold_viol_final": 0,
  "setup_tns_ps": 0,
  "dpl-instance-area_um2": 475,
  "synth_flops": 9,
  "p_per_area_mw_per_mm2": 636,
  "routed_wl_um": 685,
  "leakagePower_nw": 0.169,
  "initialDrtViolationCount": 14,
  "min_period_ps": 1530,
  "htree_levels": 1,
  "min_path_type": "reg -> reg",
  "maxSlewHeadroom_pct": 76.0,
  "ys_cells": 45,
  "die_y_um": 80,
  "port_buffers": 2,
  "dp_hpwl_um": 517,
  "tightest_slew_ps": 360,
  "io_pins": 3,
  "post_cts.repair.setup_buffers": 0,
  "cp-end-kind": "primary output",
  "grt_max_degree": 7,
  "sw_frac_of_total_pct": 24.8,
  "cts-buffers-inserted": 3,
  "die_area_mm2": 0.00640,
  "openroad.warnings": 26,
  "rsz0062_at_grt": "false",
  "reg2reg_slack_ps": 1050,
  "layout-drive-gt1-share_pct": 9.80,
  "routedWlPerCell_um": 6.99,
  "crit_path_max_fanout": 3,
  "cpPeakStageDelay_ps": 470,
  "comb_area_um2": 210,
  "worst-path-buf-inv": 1,
  "cts_tree": "yes",
  "dpl.cell_count": 93,
  "yosysWarnings": 0,
  "synth_area_leader_cell": "dfxtp_1",
  "dr_total_vias": 326,
  "clock_skew_ps": 0.138,
  "vias_per_cell": 3.33,
  "ff_latch_area_um2": 180,
  "p_int_mw": 0.242,
  "yosys_area_um2": 398
}
==> final timing paths <==
kind,from,to,cells after the start
min reg2reg,counter[0],counter[0],1
min,counter[0],counter[0],1
max,clk_d,clk_d,1
max reg2reg,counter[0],clk_d,5
==> layout by cell type, fill, tap and decap left out, types with 2 or more instances in the layout <==
master and instances:
nand3_1 5, or3_1 4, a31oi_1 3, ha_1 2, dfxtp_1 9, clkdlybuf4s50_1 2
nand2_1 5, xor2_1 2, nor2_1 5, inv_1 2, clkbuf_4 3
==> logic make-up after synthesis <==
family	Yosys count	share of synthesized area, %
XOR/XNOR	3	6.60
flip-flops	9	45.3
AND-OR/OR-AND	7	11.0
buffers and inverters	2	1.89
adder cells (fa/ha/maj)	2	6.29
AND/OR/NAND/NOR	22	28.9
==> Yosys cell counts <==
master    count
inv_1         2
o21ai_0       1
nand3_1       5
dfxtp_1       9
or3_1         4
nor2_1        5
a31oi_1       3
nand2_1       5
xnor2_1       1
xor2_1        2
or2b_1        1
nand3b_1      1
ha_1          2
o21bai_1      1
o211ai_1      1
a21oi_1       1
nand4_2       1
==> sequential cells by signal, summed over array words and instances, names as in the netlist <==
signal,flops
counter,8
clk_d,1
==> through the flow <==
stage	power, mW	setup WS (ps)
after CTS	0.326	760
after detailed placement	0.203	828
after global placement	0.201	851
after floorplan	0.195	1170
after global routing	0.342	729
final	0.322	772
==> per-layer routing <==
layer  vias up  wire length, um  share of wire [%]  GRT usage [%]
li1        172                -                  -              -
met1       144              320                 47           2.48
met2        10              262                 38           2.49
met3         0              102                 15           2.61
met4         0                0                  0          0.352
met5         -                0                  0              0
==> power groups by stage <==
stage	combinational, mW	clock, mW	sequential [mW]
finish	0.0231	0.123	0.176
global route	0.0261	0.138	0.177
CTS	0.0235	0.127	0.176
==> layout make-up <==
cell class              instances  share of cell area, %
clock inverters                 1                  0.990
flip-flops and latches          9                   35.6
clock buffers                   3                   4.46
diodes                          1                  0.495
inverters                       2                   1.49
repair buffers                  2                   3.96
well taps                      46                   11.4
multi-input cells              34                   41.6
Power figures rest on the tool's default switching activity, not on a simulated workload.
